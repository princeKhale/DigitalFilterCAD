File: /design/flow/design.v
module testIIRTemplate(clk, in, rst, out);
	input [31:0] in;
	input clk, rst;
	output [31:0] out;
	reg signed [31:0] out, z1, z2;
	reg signed [63:0] y,y1;
	reg signed [31:0] a1 = 32'b0000000000000011_0000000000000000;
	reg signed [31:0] a2 = 32'b0000000000000000_1100000000000000;
	reg signed [31:0] b1 = 32'b0000000000000101_1010000000000000;
	always @(posedge clk or negedge rst)
	begin
			if(rst==1'b0) begin
				out <= 0;
				z1 <= 0;
				z2 <= 0;
			end else begin
				z2 <= z1;
				z1 <= in;
				y <= in + a1*z1 + a2*z2;
				y1 <= y + b1*z1;
				out <= y1[47:16];
			end
	end
endmodule
File: /design/flow/run.sh
#!/bin/bash
# OpenROAD 26Q1-2900-gdf79404cd8, Yosys 0.63+post, stock flow scripts
make -C /OpenROAD-flow-scripts/flow DESIGN_CONFIG=/design/flow/config.mk WORK_HOME=/design/flow/orfs finish
File: /design/flow/config.mk
export PLATFORM = sky130hd
export DESIGN_NAME = testIIRTemplate
export DESIGN_NICKNAME = testIIRTemplate
export VERILOG_FILES = /design/flow/design.v
export SDC_FILE = /design/flow/constraint.sdc
export NUM_CORES = 4
export LEC_CHECK = 1
export CORE_UTILIZATION = 30
File: /design/flow/constraint.sdc
current_design testIIRTemplate

set clk_period 16.5
set clk_io_pct 0.2

create_clock -name clk0 -period $clk_period [get_ports {clk}]

set non_clock_inputs [all_inputs -no_clocks]
set_input_delay [expr $clk_period * $clk_io_pct] -clock clk0 $non_clock_inputs
set_output_delay [expr $clk_period * $clk_io_pct] -clock clk0 [all_outputs]
==> results.json <==
{
  "outcome": "completed",
  "hold_end": "out[20]$_DFF_PN0_",
  "ant_nets": 0,
  "tightest_slew_ns": 0.686,
  "max_stage_delay_ns": 0.53,
  "synth_cells": 1485,
  "cts-htree-levels": 4,
  "syn_to_final_growth_pct": 13.6,
  "switching_power_mw": 1.49,
  "p_sw_share_pct": 43.7,
  "pwr-share-seq_pct": 21.6,
  "gr-total-overflow": 0,
  "hold_path_depth": 0,
  "ys_types": 66,
  "power_frac_clock_pct": 11.8,
  "p_comb_share_pct": 66.6,
  "dr.first_iter.drc_count": 558,
  "yosysWarnings": 1,
  "drt-vias-per-instance": 4.81,
  "drc": 0,
  "numCtsBuffers": 17,
  "wl_mm": 34.3,
  "dp_hpwl_mm": 28.1,
  "grt_pass1_wl_mm": 55.2,
  "finalCritPeriodShare_pct": 42.0,
  "crit_path_top_delay_cell": "fa_1",
  "fin_crit_ns": 6.93,
  "intPower_mw": 1.93,
  "top_cell": "ha_1",
  "io_pins": 66,
  "synth_flops": 163,
  "path_cells": "clkdlybuf4s50_1 -> inv_1 -> fa_1 -> inv_1 -> fa_1 -> a211oi_2 -> o21ai_2 -> a31oi_4 -> a2111oi_2 -> o21ai_2 -> o21a_2 -> a21oi_2 -> and4_1 -> a2111oi_2 -> xor3_1",
  "layout_setup_ws_ns": 9.57,
  "yosysTopAreaCellShare_pct": 18.1,
  "worst_hold_slack_ns": 0.346,
  "r2r_slack_ns": 9.90,
  "path_depth": 15,
  "worstPathRequired_ns": 16.70,
  "final_layout_size_suffix_gt1_share_pct": 3.50,
  "clock_latency_ns": 0.46,
  "min-delay-start": "y1[36]$_DFFE_PP_",
  "cts_sinks": 163,
  "fin_area_um2": 16700,
  "grt_max_degree": 59,
  "hold_viol": 0,
  "place_ws_ns": 9.06,
  "ctsResizeCount": 0,
  "powerDensity_nw_per_um2": 205,
  "r2r-start": "z1[16]$_DFF_PN0_",
  "antenna_found_initial": 2,
  "place_area_um2": 16100,
  "netlist_area_um2": 14700,
  "chipArea_um2": 49900,
  "yosys_area_um2": 14700,
  "vdd_drop_max_uv": 91.3,
  "reg2reg_depth": 24,
  "holdBufCountCts": 0,
  "top_cells_by_count": "ha_1 (213), inv_1 (187), a21oi_1 (130)",
  "cp_max_fo": 4,
  "port_buffers": 65,
  "worstReg2RegEnd": "y1[43]$_DFFE_PP_",
  "path_delay_family": "AND-OR/OR-AND gates",
  "cap_violations": 0,
  "total_power_mw": 3.42,
  "die_w_um": 223,
  "fp_util_pct": 30.6,
  "clk_pin_slew_ns": 0.07,
  "detail_route.wl_per_cell_um": 15.7,
  "setup_violations": 0,
  "edf_count": 67,
  "grt_pass1_vias": 10512,
  "cts_setup_buffers": 0,
  "gp_congestion": 0.887,
  "core-area_um2": 48000,
  "vias": 10517,
  "hold_path.class": "reg -> reg",
  "yosys_cells": 1485,
  "slew_headroom_pct": 54.3,
  "ys_seq_share_pct": 30.0,
  "top_cells_by_area": "ha_1 (18%), dfrtp_1 (16%), edfxtp_1 (14%)",
  "leakage_nw": 7.65,
  "critPathLaunchType": "input pin",
  "report.final.slew_viol_count": 0,
  "die_h_um": 223,
  "cts_tree": "built",
  "ctsRootBufferMaster": "clkbuf_16",
  "syn_avg_cell_area_um2": 9.90,
  "top_area_cell": "ha_1",
  "grtUsageTotal_pct": 14.6,
  "cp_data_arrival_time_ns": 7.13,
  "dr.pass1.iters": 5,
  "crit_type": "in -> reg",
  "synth_top_flop_cell": "dfrtp_1",
  "cts.path.max_buffers": 2,
  "finalSetupTns_ns": 0,
  "clock_skew_ns": 0.0127,
  "crit_path_end_kind": "flip-flop",
  "rsz0062_at_grt": "false",
  "crit_buf_inv": 3,
  "fmax_mhz": 144,
  "rows": 80,
  "warnings": 30,
  "synthArstFlopShare_pct": 58.9
}
[layout by cell type (no fill, tap or decap), types with 4 or more instances in the layout]
| cell | netlist | routed |
|---|---|---|
| a21o_1 | 67 | 67 |
| o211ai_1 | 5 | 5 |
| fa_1 | 77 | 77 |
| dfrtp_1 | 96 | 96 |
| a21oi_1 | 130 | 130 |
| nor2b_1 | 23 | 23 |
| a41o_1 | 4 | 4 |
| nor2_1 | 76 | 76 |
| o21a_1 | 19 | 19 |
| nand3_1 | 26 | 26 |
| o21ai_1 | 9 | 9 |
| nand2_1 | 51 | 51 |
| ha_1 | 213 | 213 |
| clkinv_4 | 0 | 8 |
| a211oi_1 | 8 | 8 |
| xnor2_1 | 112 | 112 |
| o31ai_1 | 4 | 4 |
| clkdlybuf4s50_1 | 0 | 64 |
| and3_1 | 20 | 20 |
| xor2_1 | 34 | 34 |
| and2_1 | 5 | 5 |
| or3_1 | 5 | 5 |
| o21ai_0 | 74 | 74 |
| a31oi_1 | 17 | 17 |
| nor3b_1 | 5 | 5 |
| clkbuf_16 | 0 | 18 |
| nand2b_1 | 24 | 24 |
| a41oi_1 | 4 | 4 |
| inv_1 | 187 | 187 |
| a31o_2 | 4 | 4 |
| nand4_1 | 12 | 12 |
| nor3_1 | 20 | 20 |
| o21bai_1 | 21 | 21 |
| edfxtp_1 | 67 | 67 |
[power by group through the flow]
stage	Clock (mW)	Sequential, mW	Combinational, mW
4_1_cts	0.419	0.743	2.28
5_1_grt	0.433	0.758	2.56
6_report	0.403	0.740	2.28
[cells by family after synthesis]
kind of cell,Yosys count,synth area share (%)
AND/OR/NAND/NOR,277,9.38
multiplexers,2,0.136
buffers and inverters,199,5.10
flip-flops,163,30.0
XOR/XNOR,147,8.86
adder cells (fa/ha/maj),290,28.6
AND-OR/OR-AND,407,17.9
[worst register-to-register path, delay by kind of cell, from the launching register on]
kind / cells / cell delay, ns
and+or+nand+nor: 8 / 1.65
buffers and inverters: 2 / 0.09
adders and majority gates: 6 / 2.53
DFF: 1 / 0.63
xor gates and xnor gates: 2 / 0.22
AOI/OAI and AO/OA: 6 / 1.23
[how the worst max path moves through the flow]
stage | slack (ns) | startpoint | end
6_report | 9.57 | in[16] | y[47]$_DFFE_PP_
4_1_cts | 9.59 | in[16] | y[47]$_DFFE_PP_
5_1_grt | 9.41 | in[16] | y[47]$_DFFE_PP_
[flip-flops by register name, indices dropped and copies added (netlist names)]
signal and flops:
y1 32, y 35, z2 32, z1 32
out 32
[cell type report]
type	instances	area (um2)
Clock buffer	19	464
Sequential cell	163	4410
Multi-Input combinational cell	1123	9530
Timing Repair Buffer	67	667
Fill cell	4793	31300
Inverter	187	702
Tap cell	615	769
Antenna cell	1	2.50
Clock inverter	13	145
[per-stage QoR]
stage | cells | util, %
2_1_floorplan | 1485 | -
3_3_place_gp | 2155 | 33.5
3_5_place_dp | 2155 | 33.5
4_1_cts | 2187 | 34.8
5_1_grt | 2187 | 34.8
6_report | 2188 | 34.8
[metal layers]
metal | track usage (%) | routed length (um)
met3 | 3.86 | 2030
met4 | 3.56 | 1070
met2 | 21.2 | 14200
met5 | 1.08 | 73
met1 | 22.1 | 16900
No activity file was given, so power comes from the tool's default toggle rates.
